## design.v

```verilog
module multiplier #(MANT_BITS=23, EXP_BITS=8)(
	input wire clk,
	input wire reset_n,
	input wire input_valid,
	input logic [EXP_BITS+MANT_BITS:0] in_a,
	input logic [EXP_BITS+MANT_BITS:0] in_b,
	output logic [EXP_BITS+MANT_BITS:0] data_out,
	output logic output_valid
);
enum logic [2:0]{
	WAIT 		= 3'b000,
	INIT 		= 3'b001,
	CALC_EXP 	= 3'b010,
	INC_EXP 	= 3'b011,
	OVERFLOW 	= 3'b100,
	DATA_OUT 	= 3'b101,
	CHECK		= 3'b110,
	CALC_MANT 	= 3'b111
} ps, ns;
logic [EXP_BITS+MANT_BITS:0] data_a;
logic [EXP_BITS+MANT_BITS:0] data_b;
logic [EXP_BITS:0] exp;  
logic [((MANT_BITS+1)*2)-1:0] mant;	 
wire exp_a_0;
wire exp_b_0;
wire need_to_shift;
logic signed [EXP_BITS+1:0] e1;  
logic signed [EXP_BITS+1:0] e2;	 
always_ff @ (posedge clk)
begin
	if(ps == WAIT)
		output_valid <= 0;
	else if(ps == INIT)
	begin
		data_a <= in_a;
		data_b <= in_b;
		exp <= 0;
		mant <= 0;
	end
	else if(ps == CALC_MANT)
	begin
		mant <= {exp_a_0,data_a[MANT_BITS-1:0]} * {exp_b_0,data_b[MANT_BITS-1:0]};
	end
	else if(ps == CALC_EXP)
	begin
		if(((e1 + e2) >= 2**(EXP_BITS-1)) || (e1 == 2**(EXP_BITS-1)) || (e2 == 2**(EXP_BITS-1)))
			exp <= 2**(EXP_BITS+1)-1;
		else if(mant == 0 && (data_a[EXP_BITS+MANT_BITS-1:MANT_BITS] == 0 || data_b[EXP_BITS+MANT_BITS-1:MANT_BITS] == 0))
			exp <= 0;
		else if(((e1+e2) > 2-2**(EXP_BITS-1)) && ((e1+e2) < 2**(EXP_BITS))) 
			exp <= e1 + e2 + 2**(EXP_BITS-1)-1;
		else if(((e1 + e2) == 2-2**(EXP_BITS-1)) && (mant[((MANT_BITS+1)*2)-1:((MANT_BITS+1)*2)-2] == 2'b00))
			exp <= 0;
		else if(((e1 + e2) == 2-2**(EXP_BITS-1)) && (mant[((MANT_BITS+1)*2)-1:((MANT_BITS+1)*2)-2] != 2'b00))
			exp <= 1;
		else
		begin
			exp <= 0;
			mant <= 0;
		end
		data_out[EXP_BITS+MANT_BITS] <= data_a[EXP_BITS+MANT_BITS] ^ data_b[EXP_BITS+MANT_BITS];
	end
	else if(ps == INC_EXP)
	begin
		if(mant[((MANT_BITS+1)*2)-1] == 1)
		begin
			exp <= exp + 1;
			mant <= mant >> 1;
		end
		else
		begin
			exp <= exp - 1;
			mant <= mant << 1;
		end
	end
	else if(ps == OVERFLOW)
	begin
		exp <= 2**(EXP_BITS)-1;
		mant <= 0;
	end
	else if(ps == DATA_OUT)
	begin
		data_out[EXP_BITS+MANT_BITS-1:0] <= {exp[EXP_BITS-1:0],mant[(MANT_BITS*2)-1:MANT_BITS]};
		output_valid <= 1;
	end
end
always_comb
begin
	if(data_a[EXP_BITS+MANT_BITS-1:MANT_BITS] != 0)
		e1 = data_a[EXP_BITS+MANT_BITS-1:MANT_BITS] - (2**(EXP_BITS-1)-1);
	else
		e1 = 2-2**(EXP_BITS-1);
end
always_comb
begin
	if(data_b[EXP_BITS+MANT_BITS-1:MANT_BITS] != 0)
		e2 = data_b[EXP_BITS+MANT_BITS-1:MANT_BITS] - (2**(EXP_BITS-1)-1);
	else
		e2 = 2-2**(EXP_BITS-1);
end
assign need_to_shift = ((mant[((MANT_BITS+1)*2)-1:((MANT_BITS+1)*2)-2] != 2'b01) && (exp[EXP_BITS-1:0] != 0)) || ((mant[((MANT_BITS+1)*2)-1:((MANT_BITS+1)*2)-2] != 2'b00) && (exp[EXP_BITS-1:0] == 0));
assign exp_a_0 = | data_a[EXP_BITS+MANT_BITS-1:MANT_BITS];
assign exp_b_0 = | data_b[EXP_BITS+MANT_BITS-1:MANT_BITS];
always_comb
begin
	case(ps)
		WAIT:
			if(input_valid)
				ns = INIT;
			else
				ns = WAIT;
		INIT:
			ns = CALC_MANT;
		CALC_MANT:
			ns = CALC_EXP;
		CALC_EXP:
			ns = CHECK;
		CHECK:
			if(need_to_shift && !exp[EXP_BITS])
				ns = INC_EXP;
			else if(exp[EXP_BITS])
				ns = OVERFLOW;
			else
				ns = DATA_OUT;
		INC_EXP:
			if(exp[EXP_BITS])
				ns = OVERFLOW;
			else if(need_to_shift && !exp[EXP_BITS] && !((mant[((MANT_BITS+1)*2)-1:((MANT_BITS+1)*2)-3] == 3'b001) || (mant[((MANT_BITS+1)*2)-1] == 1)))
				ns = INC_EXP;
			else
				ns = DATA_OUT;
		OVERFLOW:
			ns = DATA_OUT;
		DATA_OUT:	
			ns = WAIT;
	endcase
end
always_ff @ (posedge clk, negedge reset_n)
begin
	if(!reset_n)
		ps <= WAIT;
	else
		ps <= ns;
end
endmodule
```

## run.sh

```bash
#!/bin/bash
# OpenROAD 26Q1-2900-gdf79404cd8, Yosys 0.63+post, stock flow scripts
make -C /OpenROAD-flow-scripts/flow DESIGN_CONFIG=/design/flow/config.mk WORK_HOME=/design/flow/orfs finish
```

## config.mk

```make
export PLATFORM = sky130hd
export DESIGN_NAME = multiplier
export DESIGN_NICKNAME = multiplier
export VERILOG_FILES = /design/flow/design.v
export SDC_FILE = /design/flow/constraint.sdc
export NUM_CORES = 4
export LEC_CHECK = 1
export CORE_UTILIZATION = 30
```

## constraint.sdc

```tcl
current_design multiplier

set clk_period 23.5
set clk_io_pct 0.2

create_clock -name clk0 -period $clk_period [get_ports {clk}]

set non_clock_inputs [all_inputs -no_clocks]
set_input_delay [expr $clk_period * $clk_io_pct] -clock clk0 $non_clock_inputs
set_output_delay [expr $clk_period * $clk_io_pct] -clock clk0 [all_outputs]
```

==> job_summary.md <==
## PnR job results

| Metric | Value |
|---|---|
| Post-Place Cell Area | approximately 29000 sq um |
| Most repeated library cell on the critical path | sky130_fd_sc_hd__fa_1 |
| Shortest clock period the worst path allows after layout | between 7000 and 8000 ps |
| Library cell with the largest summed area after synthesis | sky130_fd_sc_hd__fa_1 |
| Post-Synth Simple-Gate Area | 14.6% |
| Final TNS setup | 0 ps |
| Synth warnings | 1 |
| Most used flip-flop cell after synthesis | sky130_fd_sc_hd__edfxtp_1 |
| Remaining max-slew budget at the tightest pin | between 50% and 60% |
| Post-CTS Resized | 0 |
| Diode count | 0 |
| Unrepaired setup endpoints after global routing | no |
| Fraction of the mapped netlist area in compound gates | approximately 6.8% |
| Final design area excluding fillers | just under 30000 sq um |
| Setup Skew | roughly 15 ps |
| Count of final setup violators | 0 |
| Delay of the slowest critical-path stage | roughly 540 ps |
| Wirelength per Cell | 16.2 um |
| Slowest-stage cell, CP | sky130_fd_sc_hd__fa_1 |
| Share of the cycle needed by the critical path after routing | about 32% |
| FP Util | between 30% and 40% |
| Synth area leaders | sky130_fd_sc_hd__fa_1 (37%), sky130_fd_sc_hd__edfxtp_1 (18%), sky130_fd_sc_hd__ha_1 (9.4%) |
| Antenna violations before repair | 0 |
| Post-placement setup slack | around 16000 ps |
| Clock Tree Buf Depth | 2 |
| Post-CTS setup repair buffer count | 0 |
| Crit-path max FO | 25 |
| Seq share, synth | about 18% |
| Worst Slack Setup Final | ~16000 ps |
| Total length of routed wires | 63.3 mm |
| Biggest combinational cell group after synthesis | adder cells |
| Result of the run | complete, no violations |
| XOR/XNOR Area Share | approximately 2.6% |
| Mean number of vias per cell | 4.70 |
| Gate Count Post-Synth | between 2000 and 3000 |
| Clock latency of the later-clocked register in the worst-skew pair | ~490 ps |
| Total die area | approximately 88000 sq um |
| Pin count of the biggest net entering global routing | 49 |
| Area fraction in full adders, half adders and majority gates | between 40% and 50% |
| Hold violation count in the final report | 0 |
| TritonCTS Buffers | 17 |
| Area leader share | 37.0% |
| Worst setup EP type | flip-flop |
| CP Data Arrival Time | 7800 ps |
| Portion of netlist area occupied by mux cells | roughly 1.8% |
| Leading cell type by number of instances after synthesis | sky130_fd_sc_hd__inv_1 |
| Mean area per synthesized cell | between 9 and 10 sq um |
| # port buffers | just under 100 |
| Global-route wire length before repair | 105 mm |
| Share of async-settable or async-resettable flops after synthesis | between 4 and 5% |
| First-iteration detailed-routing DRC count | roughly 940 |
| Count of unique library cells instantiated by Yosys | roughly 66 |
| Total cells reported by yosys after synthesis | 2699 |
| Aggregate global-route resource usage | 15.6% |
| Area growth from synthesis to layout | 11.5% |
| Max_cap viols | 0 |
| Detailed-route DRC error count | 0 |
| Die X | a little under 300 um |
| Total number of vias | roughly 18000 |
| Y dimension of the die | 297 um |
| Vias in the first global route | 19400 |
| Fraction of final layout cells sized beyond drive strength 1 | 3.73% |
| CTS H-tree depth | 4 |
| Post-synth EDFFs | 153 |
| Top cell types by occurrence after synthesis | sky130_fd_sc_hd__inv_1 (530), sky130_fd_sc_hd__fa_1 (484), sky130_fd_sc_hd__nand2_1 (426) |
| Number of core rows | around 110 |
| Synthesized area | around 26000 sq um |
| Number of slew-limit violations in the final report | 0 |
| Seq cells post-synth | approximately 160 |
| CTS tree | built |
| Total grt overflow | 0 |
| Top Ports | ~100 |
| Number of sinks on the clock net | between 150 and 200 |
| Category of the critical setup timing path | reg -> reg |
| First-pass detailed-route iteration total | 5 |
| Reg clk slew, reported paths | 80 ps |
| Required time at the worst-slack endpoint | between 20000 and 25000 ps |
| Root buffer cell | sky130_fd_sc_hd__clkbuf_16 |
| HPWL after detailed placement | 50.3 mm |
| Count of tool warnings | 29 |
| GP Congestion | approximately 0.91 |
| ANT nets after route | 0 |
| Core area | about 86000 sq um |
| Fmax | 132 MHz |
| Worst Setup Start Kind | flip-flop |
| Hold Buf Count CTS | 0 |
| Synthesized chip area reported by yosys | between 20000 and 30000 sq um |
| Actual transition at the worst max-transition pin | around 660 ps |
| Tally of filler cells in the layout | between 8000 and 9000 |
| Hold crit path type | reg -> reg |
-- per-layer routing --
layer | vias to the layer above | share of wire (%) | global-route usage [%] | routed length, um
li1 | 8528 | - | - | -
met1 | 9243 | 43 | 22.2 | 27100
met2 | 486 | 49 | 25.2 | 31000
met3 | 78 | 6.0 | 4.12 | 3830
met4 | 0 | 2.1 | 2.76 | 1300
met5 | - | 0 | 0.216 | 0
-- worst max-delay path, delay by kind of cell (launching register included) --
kind                       cells  cell delay [ps]
AOI/OAI and AO/OA              5             1240
adders and majority gates      8             3840
buffers and inverters          5              430
xor gates and xnor gates       1              160
DFF                            1              460
and+or+nand+nor                6             1150
-- layout make-up --
class	instances	area, sq um	share of cell area [%]
repair buffers	157	1430	4.89
flip-flops and latches	162	4820	16.5
multi-input cells	1879	18900	64.8
well taps	1144	1430	4.91
clock buffers	17	425	1.46
inverters	530	1990	6.82
clock inverters	15	188	0.643
-- layout by cell type, fill, tap and decap left out, types with 35 or more instances in the layout --
cell	Yosys	final
sky130_fd_sc_hd__xnor2_1	54	54
sky130_fd_sc_hd__o21ai_0	43	43
sky130_fd_sc_hd__clkdlybuf4s50_1	0	99
sky130_fd_sc_hd__ha_1	196	196
sky130_fd_sc_hd__o22ai_1	35	35
sky130_fd_sc_hd__mux2i_1	45	45
sky130_fd_sc_hd__fa_1	484	484
sky130_fd_sc_hd__and2_1	214	214
sky130_fd_sc_hd__nor2_1	50	50
sky130_fd_sc_hd__buf_4	0	58
sky130_fd_sc_hd__edfxtp_1	153	153
sky130_fd_sc_hd__a21oi_1	59	59
sky130_fd_sc_hd__inv_1	530	530
sky130_fd_sc_hd__nand2_1	426	426
-- final timing paths --
check	slack, ps	from	depth (start not counted)	end
max	15910	data_a[25]$_DFFE_PP_	25	mant[47]$_SDFFCE_PP0P_
min reg2reg	470	ps[2]$_DFF_PN0_	0	ps[3]$_DFF_PN0_
max in group asynchronous	18710	reset_n	1	ps[0]$_DFF_PN1_
min	470	ps[2]$_DFF_PN0_	0	ps[3]$_DFF_PN0_
min in group asynchronous	4490	reset_n	1	ps[4]$_DFF_PN0_
max reg2reg	15910	data_a[25]$_DFFE_PP_	25	mant[47]$_SDFFCE_PP0P_
-- state kept, by name (all words and copies together), names as in the netlist --
name	count
data_out	32
data_a	32
ps	8
data_b	32
mant	48
exp	9
output_valid	1
-- through the flow --
step	std cells	utilization (%)	hold slack, ps
3_3_place_gp	3872	33.3	456
6_report	3904	34.0	468
5_1_grt	3904	34.0	497
2_1_floorplan	2699	-	373
4_1_cts	3904	34.0	473
3_5_place_dp	3872	33.3	451
-- kinds of logic (layout without fill, tap and decap cells) --
| group | after synthesis | count (layout) |
|---|---|---|
| AND/OR/NAND/NOR | 804 | 804 |
| AND-OR/OR-AND | 272 | 272 |
| XOR/XNOR | 77 | 77 |
| adder cells (fa/ha/maj) | 680 | 680 |
| buffers and inverters | 658 | 719 |
| multiplexers | 46 | 46 |
| flip-flops | 162 | 162 |
